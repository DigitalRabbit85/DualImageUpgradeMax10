<file path="flow/config.mk">
export PLATFORM = sky130hd
export DESIGN_NAME = FlashControl
export DESIGN_NICKNAME = FlashControl
export VERILOG_FILES = /design/flow/design.v
export SDC_FILE = /design/flow/constraint.sdc
export NUM_CORES = 4
export LEC_CHECK = 1
export CORE_UTILIZATION = 30
</file>
<file path="flow/constraint.sdc">
current_design FlashControl

set clk_period 3.8
set clk_io_pct 0.2

create_clock -name clk0 -period $clk_period [get_ports {clk}]

set non_clock_inputs [all_inputs -no_clocks]
set_input_delay [expr $clk_period * $clk_io_pct] -clock clk0 $non_clock_inputs
set_output_delay [expr $clk_period * $clk_io_pct] -clock clk0 [all_outputs]
</file>
<file path="flow/design.v">
module ControlInterface (
input clk,
input reset,
input start_rdsr,
input start_rdcr,
input start_wrcr,
output logic [31:0] rd_data,
input [31:0] wr_data,
output logic Addr,
output logic Read,
input [31:0] ReadData,
output logic Write,
output logic [31:0] WriteData,
output logic done
);
always_ff @ (posedge clk, posedge reset)
	if (reset) Addr <= 1'b0;
	else if (start_rdsr) Addr <= 1'b0;
	else if (start_rdcr | start_wrcr) Addr <= 1'b1;
always_ff @ (posedge clk, posedge reset)
	if (reset) Read <= 1'b0;
	else if (start_rdsr | start_rdcr) Read <= 1'b1;
	else Read <= 1'b0;
always_ff @ (posedge clk, posedge reset)
	if (reset) Write <= 1'b0;
	else if (start_wrcr) Write <= 1'b1;
	else Write <= 1'b0;
logic latch_read;	
always_ff @ (posedge clk, posedge reset)	
	if (reset) latch_read <= 1'b0;
	else latch_read <= Read;
always_ff @ (negedge clk, posedge reset)
	if (reset) rd_data <= '0;
	else if (latch_read) rd_data <= ReadData;
always_ff @ (posedge clk, posedge reset)	
	if (reset) WriteData <= '0;
	else if (start_wrcr) WriteData <= wr_data;	
always_ff @ (posedge clk, posedge reset)	
	if (reset) done <= 1'b0;
	else if (start_rdsr | start_rdcr | start_wrcr) done <= 1'b0;
	else if (latch_read) done <= 1'b1;
	else done <= 1'b0;
endmodule
module DataInterface (
input clk,
input reset,
input start_addr,
input start_wrdata,
input start_rddata,
input [23:0] rw_addr,
output logic [31:0] rd_data,
input [31:0] wr_data,
output logic [16:0] Addr,
output logic Read,
output logic Write,
input [31:0] ReadData,
output [31:0] WriteData,
input WaitRequest,
input ReadDataValid,
output [3:0] BurstCount,
output done
);
wire done_read, done_write;
wire incr_addr;
assign incr_addr = (done_read | done_write);
always_ff @ (posedge clk, posedge reset)
	if (reset) Addr <= '0;
	else if (start_addr) Addr <= rw_addr[16:0];
	else if (incr_addr) Addr <= Addr + 1'b1;
always_ff @ (posedge clk, posedge reset)	
	if (reset) Read <= 1'b0;
	else Read <= start_rddata;
always_ff @ (negedge clk, posedge reset)
  if (reset) rd_data <= '0;
  else if (ReadDataValid) rd_data <= ReadData;
logic read_buf;
always_ff @ (posedge clk, posedge reset)
  if (reset) read_buf <= 1'b0;
  else read_buf <= ReadDataValid;
assign done_read = (read_buf)&(!ReadDataValid);   
always_ff @ (posedge clk, posedge reset)
	if (reset) Write <= 1'b0;
	else if (start_wrdata) Write <= 1'b1;
	else if (!WaitRequest) Write <= 1'b0;
assign WriteData = (Write) ? wr_data : '0;
logic write_buf;
always_ff @ (posedge clk, posedge reset)
	if (reset) write_buf <= 1'b0;
	else write_buf <= Write;
assign done_write = (write_buf)&(!Write);
assign done = done_read | done_write;  
assign BurstCount = 4'd1;    
endmodule
`timescale 1ns/1ns;
function automatic int clogb2 (input int number);
    int calc;
    begin
      for (int i = 0; 2**i < number; i++)
        calc = i + 1;
        clogb2 = (number == 0) ? 0 :
                  (number == 1) ? 1 : calc;
    end
endfunction
function automatic [7:0] funcReverse8bit (input [7:0] in_word);
  int i;
  begin
    for (i=0; i<8; i=i+1)
      funcReverse8bit[i] = in_word[7-i];
  end
endfunction
function automatic [31:0] funcReverse32bit (input [31:0] in_word);
  int i;
  begin
    for (i=0; i<32; i=i+1)
      funcReverse32bit[i] = in_word[31-i];
  end
endfunction
module FlashControl
(
	input clk,
	input reset,
	input start_rdsr,
	input start_rdcr,
	input start_wrcr,
	output [31:0] rd_data_csr,
	input [31:0] wr_data_csr,
	output done_csr,
	input start_rddata,
	input start_wrdata,
	input start_addr,
	input [23:0] rw_addr_data,
	output [31:0] rd_data_data,
	input [31:0] wr_data_data,
	output done_data,
	output Addr_Csr,
	output Read_Csr,
	output Write_Csr,
	input [31:0] ReadData_Csr,
	output [31:0] WriteData_Csr,
	output [16:0] Addr_Data,
	output Read_Data,
	input [31:0] ReadData_Data,
	output Write_Data,
	output [31:0] WriteData_Data,
	input WaitRequest,
	input ReadDataValid,
	output [3:0] BurstCount	
);
ControlInterface ControlInterface(
  .clk (clk), .reset (reset),
  .start_rdsr (start_rdsr),
  .start_rdcr (start_rdcr),
  .start_wrcr (start_wrcr),  
  .rd_data (rd_data_csr),
  .wr_data (wr_data_csr),
  .Addr (Addr_Csr),
  .Read (Read_Csr),
  .ReadData (ReadData_Csr),
  .Write (Write_Csr),
  .WriteData (WriteData_Csr),
  .done (done_csr)
);
DataInterface DataInterface(
  .clk (clk), .reset (reset),
  .start_wrdata (start_wrdata),
  .start_rddata (start_rddata), 
  .start_addr (start_addr),
  .rw_addr (rw_addr_data),
  .rd_data (rd_data_data),
  .wr_data (wr_data_data),
  .Addr (Addr_Data),
  .Read (Read_Data),
  .ReadData (ReadData_Data),
  .Write (Write_Data),
  .WriteData (WriteData_Data),
  .WaitRequest (WaitRequest),
  .ReadDataValid (ReadDataValid),
  .BurstCount (BurstCount),
  .done (done_data)
);
endmodule
</file>
<file path="flow/run.sh">
#!/bin/bash
# OpenROAD 26Q1-2900-gdf79404cd8, Yosys 0.63+post, stock flow scripts
make -C /OpenROAD-flow-scripts/flow DESIGN_CONFIG=/design/flow/config.mk WORK_HOME=/design/flow/orfs finish
</file>
==> flow report <==
ROUTING
------------------------------------------------------------------------------------
First-pass DRT Iterations                                                          4
Number of remaining DRC errors                                                     0
Average routed wire per standard cell                                        15.8 um
Routed wire length                                                          14600 um
Vias per cell                                                                   4.46
Via count                                                                       4122
Number of routed nets with antenna violations                                      0
Iteration-0 DRC count of the detailed router                                     164

HOLD PATH
------------------------------------------------------------------------------------
Hold/Removal Path Class                                                      reg2reg
Cells on Worst Hold Path                                                           0

WORST SETUP PATH
------------------------------------------------------------------------------------
Slowest cell on the critical path                                       sky130_fd_sc_hd__dfrtn_1
Data required time of the critical path                                      3.04 ns
Delay of the slowest cell on the worst path                                  0.40 ns
Nature of the critical path startpoint                                      register
Delay-heaviest family, CP                                                 flip-flops
Largest fanout of any net on the critical path                                     2
Cell breakdown of the critical path                                     dlygate4sd2_1
Worst path depth                                                                   1
Count of buffering cells on the critical path with inverters included              1
Kind of capture point of the worst setup path                            output port
Crit path DAT                                                                2.92 ns
Worst setup path class                                                       reg2out
Path depth of the worst reg2reg path                                               2

STA
------------------------------------------------------------------------------------
Final hold violation count                                                         0
Unrepaired setup endpoints after global routing                                   no
Max-Slew Margin vs Limit                                                       0.432
Slew at the pin closest to its max-slew limit                               0.852 ns
Number of max-slew violations in the final report                                  0
Worst clock skew                                                           0.0213 ns
Final setup fails                                                                  0

PLACEMENT
------------------------------------------------------------------------------------
Post-detailed-placement cell area                                       0.00846 mm^2
Routability cong.                                                              0.884
Number of buffers inserted by port buffering                                     306
Placed instance count                                                            891
Detailed placement HPWL                                                     11000 um

FLOORPLANNING
------------------------------------------------------------------------------------
Die Height                                                                    132 um
Core outline area                                                        0.0166 mm^2
Die outline width                                                             132 um
Starting density of the core                                                   0.307
FP Rows                                                                           47
Ports                                                                            318
Total die area                                                           0.0175 mm^2

YOSYS
------------------------------------------------------------------------------------
Synthesized instance count                                                       375
Total of flip-flops plus latches after synthesis                                 122
Count of cell types in the netlist                                                40
Area figure in the yosys stat output                                    0.00509 mm^2
Count of warnings emitted by yosys                                                 2
Share of the yosys chip area belonging to registers                            0.600
Average size of a mapped cell                                              13.6 um^2
Post-Syn Area                                                           0.00509 mm^2
Total cells reported by yosys after synthesis                                    375

CLOCK NETWORK
------------------------------------------------------------------------------------
Post-cts hold-fix buffer tally                                                     0
CTS tree                                                                       built
Worst-path clk slew                                                          0.06 ns
Worst-skew pair later-pin latency                                            0.40 ns
Sinks on Clock Net                                                               122
Num CTS Buffers                                                                   17
Clk buf depth                                                                      2
Root buffer cell                                                        sky130_fd_sc_hd__clkbuf_16
Count of H-tree levels built during CTS                                            4

POWER AND IR DROP
------------------------------------------------------------------------------------
Switch Pwr                                                                0.000840 W
Static leakage                                                               3.79 nW
Ratio of total power to cell area                                        438 mW/mm^2
Relative contribution of sequential cells to total power                       0.381
Maximum ir drop on the vdd rail                                               302 uV
Power consumption                                                          0.00396 W
Switching power as a share of total power                                      0.212
Comb pwr share                                                                 0.157
Internal Power                                                             0.00312 W
Relative contribution of the clock network to total power                      0.462

GRT
------------------------------------------------------------------------------------
GRT overflow                                                                       0
Number of global-route vias before repair                                       4353
Overall track demand over capacity in global routing                           0.177
Grt peak-use layer                                                              met2
Maximum number of pins on one net before global-route repair                      38
Met1 capacity usage during global routing                                      0.258
GR Util met3                                                                  0.0679
Initial antenna violation count                                                    1
Wire length of the first global-routing pass                                23500 um
Global routing usage on met2                                                   0.264

CELLS AND AREA
------------------------------------------------------------------------------------
Layout overhead on the synthesized area                                        78.1%
Fraction of layout cells with a size suffix above 1                            0.202
Post-route insts no fill                                                         925
Post-layout instance area                                               0.00906 mm^2
Util after Layout                                                              0.546

FLOW RUN
------------------------------------------------------------------------------------
Tool Warnings                                                                     33
Max-cap viol count                                                                 0

RUN STATUS
------------------------------------------------------------------------------------
Run status                                                              finished, final reports clean

## final timing paths
check / from / to / slack [ns]
max in group asynchronous: reset / DataInterface.rd_data[27] / 0.82
min reg2reg: ControlInterface.Read / ControlInterface.latch_read / 0.37
max: DataInterface.rd_data[31] / rd_data_data[31] / 0.12
min: ControlInterface.Read / ControlInterface.latch_read / 0.37
min in group asynchronous: reset / ControlInterface.Read / 0.69
max reg2reg: ControlInterface.latch_read / ControlInterface.rd_data[29] / 0.63
## per-stage QoR
step                setup TNS, ns  worst slack [ns]  hold WS [ns]
floorplan                  -16.18            -0.253         0.331
global placement                0             0.242         0.361
CTS                             0            0.0999         0.377
finish                          0             0.121         0.374
detailed placement              0             0.249         0.366
global route                    0            0.0579         0.385
## layer usage
metal  wire (um)  vias to the layer above  share of wire
met5           0                        -              0
met4         255                        0          0.017
met3        1350                       14          0.092
met2        6680                      176           0.46
met1        6350                     1985           0.43
li1            -                     1947              -
## state kept, by name, summed over array words and instances, names as in the netlist
register                     cells
ControlInterface.rd_data        32
ControlInterface.Read            1
ControlInterface.latch_read      1
ControlInterface.Write           1
ControlInterface.Addr            1
DataInterface.Addr              17
DataInterface.rd_data           32
DataInterface.read_buf           1
DataInterface.Read               1
ControlInterface.done            1
DataInterface.Write              1
DataInterface.write_buf          1
ControlInterface.WriteData      32
## cell usage in the layout (no fill, tap or decap), types with 2 or more instances in the layout
master	n
sky130_fd_sc_hd__nor3b_1	2
sky130_fd_sc_hd__dlygate4sd2_1	64
sky130_fd_sc_hd__nand3_1	3
sky130_fd_sc_hd__o31a_1	3
sky130_fd_sc_hd__clkbuf_16	17
sky130_fd_sc_hd__dfrtp_1	58
sky130_fd_sc_hd__and3_1	4
sky130_fd_sc_hd__bufinv_16	6
sky130_fd_sc_hd__inv_1	3
sky130_fd_sc_hd__nand2b_1	4
sky130_fd_sc_hd__nand2_1	16
sky130_fd_sc_hd__clkdlybuf4s50_1	241
sky130_fd_sc_hd__and2_1	33
sky130_fd_sc_hd__buf_4	8
sky130_fd_sc_hd__dfrtn_1	64
sky130_fd_sc_hd__nor3_1	2
sky130_fd_sc_hd__a2111oi_0	4
sky130_fd_sc_hd__clkinv_4	4
sky130_fd_sc_hd__and4_1	3
sky130_fd_sc_hd__or4_1	2
sky130_fd_sc_hd__clkinvlp_4	2
sky130_fd_sc_hd__xor2_1	6
sky130_fd_sc_hd__nor2_1	2
sky130_fd_sc_hd__a21oi_1	2
sky130_fd_sc_hd__nor2b_1	4
sky130_fd_sc_hd__o21ai_1	2
sky130_fd_sc_hd__buf_12	4
sky130_fd_sc_hd__conb_1	4
sky130_fd_sc_hd__o2111ai_1	3
sky130_fd_sc_hd__xnor2_1	4
sky130_fd_sc_hd__o211ai_1	3
sky130_fd_sc_hd__o21ai_0	13
sky130_fd_sc_hd__mux2_2	96
sky130_fd_sc_hd__inv_6	2
sky130_fd_sc_hd__nand4_1	3
## cell type report
type,instances,area (um^2)
diodes,1,2.50
flip-flops and latches,122,3050
clock inverters,14,244
multi-input cells,228,1920
well taps,220,275
inverters,4,18.8
fillers,1399,7520
repair buffers,318,3120
clock buffers,18,429
## synthesized netlist by cell type, drive strengths merged
cell	n	area, um^2
a2111oi	4	35.0
a211o	1	8.76
a211oi	1	7.51
a21o	1	7.51
a21oi	2	10.0
a221o	1	10.0
a22oi	1	7.51
a31oi	1	6.26
and2	33	206
and3	4	25.0
and4	3	26.3
buf	9	56.3
clkbuf	14	52.6
conb	2	7.51
dfrtn	64	1600
dfrtp	58	1450
ha	1	12.5
inv	4	15.0
mux2	96	1080
mux2i	1	10.0
nand2	16	60.1
nand2b	5	38.8
nand3	3	15.0
nand4	3	18.8
nor2	2	7.51
nor2b	4	25.0
nor3	2	10.0
nor3b	2	15.0
o2111ai	3	26.3
o211ai	3	22.5
o21ai	15	75.1
o31a	3	26.3
or2	1	6.26
or4	2	15.0
xnor2	4	35.0
xor2	6	52.6
## what timing repair did
action	in CTS	in global routing
gates resized	64	0
endpoints found under the setup margin	64	0
buffers inserted	1	0
endpoints found under the hold margin	0	0
## logic make-up (layout without fill, tap and decap cells)
group,count (synthesis),after routing,share of synthesized area
flip-flops,122,122,0.600
other,2,5,0.00148
adder cells (fa/ha/maj),1,1,0.00246
AND-OR/OR-AND,36,36,0.0477
AND/OR/NAND/NOR,80,80,0.0922
XOR/XNOR,10,10,0.0172
buffers and inverters,27,354,0.0243
multiplexers,97,97,0.214
## power by group through the flow
stage	Sequential, W	Clock (W)	Combinational [W]
CTS	0.00151	0.00187	0.000634
global route	0.00153	0.00192	0.000680
finish	0.00151	0.00183	0.000622
## worst reg2reg max path: cells and delay by family, from the launching register on
family,cells,cell delay (ns)
buffers and inverters,1,0.37
DFF,1,0.32
muxes,1,0.41
Power and IR drop assume default switching activity.
