==> flow/design.v <==
`timescale 1ns/1ns;
function automatic int clogb2 (input int number);
    int calc;
    begin
      for (int i = 0; 2**i < number; i++)
        calc = i + 1;
        clogb2 = (number == 0) ? 0 :
                  (number == 1) ? 1 : calc;
    end
endfunction
function automatic [7:0] funcReverse8bit (input [7:0] in_word);
  int i;
  begin
    for (i=0; i<8; i=i+1)
      funcReverse8bit[i] = in_word[7-i];
  end
endfunction
function automatic [31:0] funcReverse32bit (input [31:0] in_word);
  int i;
  begin
    for (i=0; i<32; i=i+1)
      funcReverse32bit[i] = in_word[31-i];
  end
endfunction
module DualPortDualClock_ram
#(
  parameter DATA_WIDTH=32, 
  parameter ADDR_WIDTH=8
)
(
	input [(DATA_WIDTH-1):0] wr_data,
	input [(ADDR_WIDTH-1):0] rd_addr, wr_addr,
	input we, rd_clock, wr_clock,
	output reg [(DATA_WIDTH-1):0] rd_data
);
	reg [(DATA_WIDTH-1):0] ram [2**ADDR_WIDTH-1:0];
	always_ff @ (posedge wr_clock)
		if (we) ram[wr_addr] <= wr_data;
	always_ff @ (posedge rd_clock)
		rd_data <= ram[rd_addr];
endmodule
`timescale 1ns/1ns;
function automatic int clogb2 (input int number);
    int calc;
    begin
      for (int i = 0; 2**i < number; i++)
        calc = i + 1;
        clogb2 = (number == 0) ? 0 :
                  (number == 1) ? 1 : calc;
    end
endfunction
function automatic [7:0] funcReverse8bit (input [7:0] in_word);
  int i;
  begin
    for (i=0; i<8; i=i+1)
      funcReverse8bit[i] = in_word[7-i];
  end
endfunction
function automatic [31:0] funcReverse32bit (input [31:0] in_word);
  int i;
  begin
    for (i=0; i<32; i=i+1)
      funcReverse32bit[i] = in_word[31-i];
  end
endfunction
module Memory 
#(
  parameter NUMBER = 256
)
(
input [7:0] wr_rx_data,
input [clogb2(NUMBER)-1:0] wr_rx_addr,
input wr_rx_clock,
input we_rx,
output [7:0] rd_rx_data,
input [clogb2(NUMBER)-1:0] rd_rx_addr,
input rd_rx_clock,
input [7:0] wr_tx_data,
input [clogb2(NUMBER)-1:0] wr_tx_addr,
input wr_tx_clock,
input we_tx,
output [7:0] rd_tx_data,
input [clogb2(NUMBER)-1:0] rd_tx_addr,
input rd_tx_clock
);
defparam RxRAM.DATA_WIDTH = 8;
defparam RxRAM.ADDR_WIDTH = clogb2(NUMBER);
DualPortDualClock_ram RxRAM
(
	.wr_data (wr_rx_data),
	.rd_addr (rd_rx_addr), .wr_addr (wr_rx_addr),
	.we (we_rx), .rd_clock (rd_rx_clock), .wr_clock (wr_rx_clock),
	.rd_data (rd_rx_data)
);
defparam TxRAM.DATA_WIDTH = 8;
defparam TxRAM.ADDR_WIDTH = clogb2(NUMBER);
DualPortDualClock_ram TxRAM
(
	.wr_data (wr_tx_data),
	.rd_addr (rd_tx_addr), .wr_addr (wr_tx_addr),
	.we (we_tx), .rd_clock (rd_tx_clock), .wr_clock (wr_tx_clock),
	.rd_data (rd_tx_data)
);
endmodule
==> flow/run.sh <==
#!/bin/bash
# OpenROAD 26Q1-2900-gdf79404cd8, Yosys 0.63+post, stock flow scripts
make -C /OpenROAD-flow-scripts/flow DESIGN_CONFIG=/design/flow/config.mk WORK_HOME=/design/flow/orfs finish
==> flow/config.mk <==
export PLATFORM = sky130hd
export DESIGN_NAME = Memory
export DESIGN_NICKNAME = Memory
export VERILOG_FILES = /design/flow/design.v
export SDC_FILE = /design/flow/constraint.sdc
export NUM_CORES = 4
export LEC_CHECK = 1
export CORE_UTILIZATION = 40
==> flow/constraint.sdc <==
current_design Memory

set clk_period 10.3
set clk_io_pct 0.2

create_clock -name clk0 -period $clk_period [get_ports {rd_rx_clock}]
create_clock -name clk1 -period $clk_period [get_ports {rd_tx_clock}]
create_clock -name clk2 -period $clk_period [get_ports {wr_rx_clock}]
create_clock -name clk3 -period $clk_period [get_ports {wr_tx_clock}]

set non_clock_inputs [all_inputs -no_clocks]
set_input_delay [expr $clk_period * $clk_io_pct] -clock clk0 $non_clock_inputs
set_output_delay [expr $clk_period * $clk_io_pct] -clock clk0 [all_outputs]
==> Changelog: implementation <==
## Flow update

- Worst stage delay on the critical path: 0.62 ns
- Yosys warning count: 1
- DP Wirelength: 237,000 um
- Clock sinks: 4,112
- Post-route ant nets: 0
- # fillers: 32.4k
- Post-route cell area: 178,000 um2
- Ports: 70
- Worst hold path type: register to register
- Max Cap Viol: 0
- Pin count of the biggest net entering global routing: 130
- Most frequent cells in the layout: edfxtp_1, mux4_2, nor2_1, clkbuf_16, a22oi_1
- Buf+Inv Stages, Crit Path: 4
- Final Core Density: 45.1%
- Die width: 632 um
- Cell Type Count: 60
- 1st-pass router iterations: 7
- Number of global-route vias before repair: 85.2k
- Slowest cell on the critical path: buf_4
- Pleak: 54.5 nW
- Crit Path Category: input port to register
- CP Capture Type: register
- Slew margin rel.: 11.1%
- Worst slew pin tran: 1.32 ns
- Main area contributors: edfxtp_1, mux4_2, mux2i_1, nor2_1, a22oi_1
- Power density over the cells: 191 nW/um2
- Avg Vias per Cell: 5.73
- Cell type with the largest total area: edfxtp_1
- Share of flip-flops with an asynchronous set or reset after synthesis: 0%
- Synthesis-to-layout area growth: 12.2%
- Commonest flop: edfxtp_1
- Startpoint types: input port
- Crit path cell chain: buf_8 > buf_12 > buf_4 > buf_4 > mux2_2 > o22ai_1 > a211oi_1 > a221oi_1 > nand3_1 > nand3_1 > nor3_1
- Synth Area per Inst: 20.8 um2
- Area after DPL: 166,000 um2
- Peak VDD IR: 0.181 mV
- Yosys Chip Area: 159,000 um2
- Final hold violations: 0
- Synth Cell Area: 159,000 um2
- Post-cts sizing count: 0
- Status: completed
- Vias: 77.2k
- Log Warnings: 43
- Final setup viols: 0
- Fp util: 40.2%
- Top area contributor share: 77.4%
- Die Ht: 632 um
- Detailed Route Iter0 Violations: 5,221
- Post-route DRC violation count: 0
- Power Total: 0.0340 W
- CTS tree: built
- Crit path max-delay family: buffers and inverters
- # port buffers: 66
- Grt ovf: 0
- First-pass GRT wire length: 572,000 um
- Die area: 400,000 um2
- Gate Count Post-Synth: 7,649
- Total track usage: 21.7%
- Initial antenna violation count: 9
- Most numerous logic cell after layout: edfxtp_1
- Yosys cell count: 7,649
- Pins Over Slew Limit: 0
- WL/cell: 29.0 um
- Count of library flops with an enable pin: 4,096
- Share of cells above drive strength 1: 21.3%
- Critical path arrival: 6.35 ns
- Ys flops: 4,112
- # hold bufs at CTS: 0
- Total wire length: 390,000 um
- RSZ-0062 raised after global routing: no
- RePlAce Congestion: 0.899
- Setup TNS: 0 ns
- Placement Rows: 231
- Post-CTS Setup Bufs: 0
- Worst path required time: 10.40 ns
- Max FO, Critical Path: 99
- Total core area: 395,000 um2
- Register share after synthesis: 77.7%
- Worst-path clk slew: 0.06 ns
[flip-flops by register name (all words and copies together) (netlist names)]
| signal | cells |
|---|---|
| TxRAM.rd_data | 8 |
| TxRAM.ram | 2048 |
| RxRAM.rd_data | 8 |
| RxRAM.ram | 2048 |
[power by group]
group	total [W]	switching (W)	internal [W]
clock network	0.0139	0.00605	0.00787
registers	0.0185	0.0000396	0.0184
logic	0.00164	0.00108	0.000551
[logic make-up (layout without fill, tap and decap cells)]
kind of cell           after synthesis  in the layout  share of synthesized area, %
AND-OR/OR-AND                      862            862                          3.83
buffers and inverters              474           1046                          1.58
flip-flops                        4112           4112                          77.7
multiplexers                      1171           1171                          14.1
other                                0              2                             0
AND/OR/NAND/NOR                   1030           1030                          2.84
[path summary, 6_finish.rpt]
path                           start  slack (ns)           endpoint  cells after the start
max                    rd_rx_addr[1]        4.05   RxRAM.rd_data[3]                     11
min                TxRAM.ram[129][5]        1.45   TxRAM.rd_data[5]                      5
max reg2reg        RxRAM.ram[136][1]        6.67   RxRAM.rd_data[1]                      6
min reg2reg        TxRAM.ram[129][5]        1.45   TxRAM.rd_data[5]                      5
max in group clk1      rd_tx_addr[0]        4.32   TxRAM.rd_data[1]                      9
max in group clk3      wr_tx_addr[1]        5.30  TxRAM.ram[166][0]                      5
max in group clk2      wr_rx_addr[0]        5.70   RxRAM.ram[21][4]                      5
min in group clk0  RxRAM.ram[181][4]        1.46   RxRAM.rd_data[4]                      4
min in group clk2      wr_rx_data[0]        1.70  RxRAM.ram[237][0]                      1
min in group clk3      wr_tx_data[3]        1.77   TxRAM.ram[42][3]                      1
[cell usage after synthesis, drive strengths merged (21+ instances only)]
cell type,count
buf,244
o22ai,41
a221oi,55
o221ai,71
nand2b,21
mux4,848
mux2,54
mux2i,269
nor4,49
edfxtp,4096
a22oi,273
nor2b,38
o21ai,47
nand2,110
nand3,64
nor3,76
nor2,610
clkbuf,222
a22o,37
a211oi,58
a21oi,179
a31oi,33
[area by class of cell]
class / count / area, um2 / area share (%)
flip-flops and latches: 4112 / 123000 / 69.2
well taps: 5242 / 6560 / 3.68
clock buffers: 479 / 10100 / 5.66
multi-input cells: 3063 / 33100 / 18.6
repair buffers: 333 / 2900 / 1.63
clock inverters: 226 / 2230 / 1.25
diodes: 2 / 5.00 / 0.00281
inverters: 8 / 30.0 / 0.0168
[tightest hold or removal path, cell delays in order (launching register included)]
cell and delay [ns]:
edfxtp_1 0.32, mux2i_1 0.09, a21oi_1 0.15, a221oi_1 0.08, nand2_1 0.06, o211a_1 0.12
[per-layer routing]
layer	GRT usage, %	wire length, um	vias up
met4	5.15	11800	36
met1	26.2	128000	39200
met3	17.1	67600	669
met5	2.03	1100	-
li1	-	-	32500
met2	31.2	181000	4697
[metrics by stage]
stage | setup WS, ns | hold WS [ns] | cells
6_report | 4.05 | 1.45 | 13500
5_1_grt | 3.81 | 1.51 | 13500
4_1_cts | 4.02 | 1.50 | 13500
3_5_place_dp | 3.75 | 0.845 | 12800
3_3_place_gp | 3.79 | 0.840 | 12800
2_1_floorplan | 6.06 | 0.699 | 7649
No activity file was given, so power comes from the tool's default toggle rates.
